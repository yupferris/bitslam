**/design/flow/config.mk**
```make
export PLATFORM = sky130hd
export DESIGN_NAME = yupferris_bitslam
export DESIGN_NICKNAME = yupferris_bitslam
export VERILOG_FILES = /design/flow/design.v
export SDC_FILE = /design/flow/constraint.sdc
export NUM_CORES = 4
export LEC_CHECK = 1
export CORE_UTILIZATION = 50
```
**/design/flow/run.sh**
```bash
#!/bin/bash
# OpenROAD 26Q1-2900-gdf79404cd8, Yosys 0.63+post, stock flow scripts
make -C /OpenROAD-flow-scripts/flow DESIGN_CONFIG=/design/flow/config.mk WORK_HOME=/design/flow/orfs finish
```
**/design/flow/design.v**
```verilog
`default_nettype none
module voice(
    input clk,
    input addr,
    input write_data,
    input [5:0] data,
    output out
);
    reg [5:0] max_clk_div_counter;
    always @(posedge clk) begin
        if (write_data & ~addr)
            max_clk_div_counter <= data;
    end
    reg [5:0] clk_div_counter;
    wire tick = clk_div_counter >= max_clk_div_counter;
    always @(posedge clk) begin
        if (tick) begin
            clk_div_counter <= 6'h00;
        end
        else begin
            clk_div_counter <= clk_div_counter + 6'h01;
        end
    end
    reg [3:0] lfsr_tap_mask;
    always @(posedge clk) begin
        if (write_data & addr)
            lfsr_tap_mask <= data[3:0];
    end
    reg [9:0] lfsr;
    wire tap1 = lfsr[1] & lfsr_tap_mask[0];
    wire tap4 = lfsr[4] & lfsr_tap_mask[1];
    wire tap6 = lfsr[6] & lfsr_tap_mask[2];
    wire tap9 = lfsr[9] & lfsr_tap_mask[3];
    always @(posedge clk) begin
        if (tick) begin
            if (lfsr == 10'h00) begin
                lfsr <= 10'h01;
            end
            else begin
                lfsr <= {lfsr[8:0], tap1 ^ tap4 ^ tap6 ^ tap9};
            end
        end
    end
    assign out = lfsr[0];
endmodule
module mixer(
    input clk,
    input write_data,
    input [5:0] data,
    input voice0_out,
    input voice1_out,
    output [3:0] out
);
    reg [5:0] voice_volumes;
    always @(posedge clk) begin
        if (write_data)
            voice_volumes <= data;
    end
    wire [2:0] voice0_volume = voice_volumes[2:0];
    wire [2:0] voice1_volume = voice_volumes[5:3];
    wire [2:0] scaled_voice0_out = voice0_out ? voice0_volume : 3'h00;
    wire [2:0] scaled_voice1_out = voice1_out ? voice1_volume : 3'h00;
    assign out = scaled_voice0_out + scaled_voice1_out;
endmodule
module yupferris_bitslam(
    input [7:0] io_in,
    output [7:0] io_out
);
    wire clk = io_in[0];
    wire addr_data_sel = io_in[1];
    wire write_addr = ~addr_data_sel;
    wire write_data = addr_data_sel;
    wire [5:0] addr_data = io_in[7:2];
    wire [5:0] data = addr_data;
    reg [2:0] addr;
    always @(posedge clk) begin
        if (write_addr)
            addr <= addr_data[2:0];
    end
    wire voice_select = addr[1];
    wire mixer_select = addr[2];
    wire voice0_select = ~voice_select & ~mixer_select;
    wire voice1_select = voice_select & ~mixer_select;
    wire voice0_out;
    voice voice0(
        .clk(clk),
        .addr(addr[0]),
        .write_data(write_data & voice0_select),
        .data(data),
        .out(voice0_out)
    );
    wire voice1_out;
    voice voice1(
        .clk(clk),
        .addr(addr[0]),
        .write_data(write_data & voice1_select),
        .data(data),
        .out(voice1_out)
    );
    wire [3:0] mixer_out;
    mixer mixer(
        .clk(clk),
        .write_data(write_data & mixer_select),
        .data(data),
        .voice0_out(voice0_out),
        .voice1_out(voice1_out),
        .out(mixer_out)
    );
    assign io_out = {4'h00, mixer_out};
endmodule
```
**/design/flow/constraint.sdc**
```tcl
current_design yupferris_bitslam

set clk_period 2.9
set clk_io_pct 0.2

create_clock -name clk0 -period $clk_period [get_ports {io_in}]

set non_clock_inputs [all_inputs -no_clocks]
set_input_delay [expr $clk_period * $clk_io_pct] -clock clk0 $non_clock_inputs
set_output_delay [expr $clk_period * $clk_io_pct] -clock clk0 [all_outputs]
```
==> reports/metrics.yaml <==
die:
  core.rowCount: 25
  dieHeight_um: 74.1
  fp.dieW_um: 74.1
  initial_utilization: 0.536
  coreArea_um2: 4850
  die-area_um2: 5490
  io_pins: 16
route:
  antenna_cells: 0
  routed-via-count: 1486
  wirelength_um: 4070
  ant_nets: 0
  drt_iter0_markers: 32
  wl_per_cell_um: 13.6
  drc: 0
  vias_per_cell: 4.95
  drt_pass1_iterations: 4
setup_path:
  cp.required_ps: 2320
  critPathArrivalTime_ps: 2090
  slowest_delay_ps: 470
  cp-start-kind: "flop"
  endpoint_kind: "primary output"
  criticalPathCategory: "flop to primary output"
  cp_max_fo: 5
  path_cells: "and2_1 -> ha_1 -> fa_1 -> xor2_1 -> clkdlybuf4s50_1"
  cp_slowest_cell: "clkdlybuf4s50_1"
final_timing:
  timing.fmax_ghz: 0.375
  worst_slack_ps: 230
  rsz0062_at_grt: "no"
  hold_slack_ps: 28.3
  relSlewSlack: 0.227
  timing.final.hold_violations: 0
  finalCritPeriodShare: 0.921
  setup_tns_ps: 0
  slew_violations: 0
  setup_violations: 0
  fin_crit_ps: 2670
  tightest_slew_ps: 1150
  skew_ps: 1.22
synthesis:
  top_cells_by_count: "edfxtp_1, ha_1, clkbuf_1"
  synthArstFlopShare: 0
  top_cell_area_share: 0.566
  ys_seq_frac: 0.659
  edf_count: 49
  yosysUniqueCellTypes: 25
  syn_inst: 195
  area_leaders: "edfxtp_1, dfxtp_1, ha_1, xnor2_1, clkbuf_1"
  syn_avg_cell_area_um2: 13.3
  ys.flops: 61
  synthFlopType: "edfxtp_1"
  synth.most_common_cell: "edfxtp_1"
  synth_area_um2: 2600
  yosys_area_um2: 2600
  ys_cells: 195
  ys_warn_count: 3
  yosys.area.top_type: "edfxtp_1"
power:
  p_switching_uw: 557
  seq_power_share: 0.400
  switching_share: 0.188
  powerDensity_nw_per_um2: 919
  clkPwrFrac: 0.600
  p_leak_nw: 1.45
  p_comb_frac: 0
  ir_drop_mv: 0.843
  internal-power_mw: 2.40
run:
  warnings: 262
  cap_violations: 0
place:
  gp_congestion: 0.810
  port_buffers: 4
  place_hpwl_um: 2390
  dp_slack_ps: 500
global_route:
  overflow: 0
  grt_usage: 0.200
  antenna_found_initial: 0
  grt_max_degree: 17
  grt_pass1_wl_um: 6940
  grt_pass1_vias: 1870
cts:
  clk_pin_slew_ps: 50
  clock_latency_ps: 270
  cts_resized: 0
  cts_hold_buffers: 0
  cts_tree: "built"
  post_cts_buffers: 0
worst_hold_path:
  worstHoldPathType: "clock port to flop"
final_layout:
  nFillCells: 321
  syn2layout_area_growth_pct: 24.0
  drive_gt1_frac: 0.197
  post-route-util: 0.665
outcome:
  outcome: "finished, final reports clean"
## cells by family (layout without fill, tap and decap cells)
kind of cell,count (synthesis),in the layout,share of synthesized area
buffers and inverters,37,72,0.0640
DFF,61,61,0.659
other,1,4,0.00144
xor gates and xnor gates,15,15,0.0506
and+or+nand+nor,51,51,0.0992
adders and majority gates,18,18,0.0896
AOI/OAI and AO/OA,12,12,0.0366
## flip-flops by register name (all words and copies together), names as in the netlist
register and cells:
addr 3, mixer.voice_volumes 6, voice0.clk_div_counter 6, voice0.lfsr 10
voice0.lfsr_tap_mask 4, voice0.max_clk_div_counter 6, voice1.clk_div_counter 6, voice1.lfsr 10
voice1.lfsr_tap_mask 4, voice1.max_clk_div_counter 6
## power by group through the flow
stage	clock network [mW]	logic [mW]	registers, mW
CTS	2.09	0.000203	1.18
global route	2.20	0.000310	1.18
finish	1.78	0.000125	1.18
## final cells by class
type                       instances  area [µm²]  area share
timing repair buffer               6        55.1      0.0171
clock inverter                    11        73.8      0.0229
multi-input combinational        100         732       0.227
sequential                        61        1710       0.531
clock buffer                      41         514       0.160
tap                               67        83.8      0.0260
inverter                          14        52.6      0.0163
## worst max-delay path, delay by kind of cell, from the launching register on
kind	cells	cell delay, ps
xor+xnor	1	160
fa+ha+maj	2	580
buf+inv	1	470
flops	1	420
simple gates	1	170
## cells in the final DEF, fill, tap and decap left out
cell	n
nand2_1	12
clkbuf_1	5
inv_1	20
fa_1	1
a21o_1	2
conb_1	4
clkinv_2	2
clkbuf_8	36
xnor2_1	9
or4_4	2
nand2b_1	2
edfxtp_1	49
nand3_1	5
clkinvlp_4	1
o221ai_1	2
clkinv_1	1
o41ai_2	2
buf_4	2
and2_1	7
dfxtp_1	12
ha_1	17
and3_1	3
or4_1	2
bufinv_16	1
nor4_1	1
nand4_1	2
nor2_1	15
clkdlybuf4s50_1	4
a21oi_1	6
xor2_1	6
## stage by stage
stage	std cells	area (µm²)	total power [mW]
5_1_grt	300	3220	3.38
3_3_place_gp	249	2640	1.36
2_1_floorplan	198	2610	1.36
4_1_cts	300	3220	3.28
3_5_place_dp	249	2640	1.36
6_report	300	3220	2.96
## path summary, 6_finish.rpt
| path | from | endpoint | slack, ps | cells after the start |
|---|---|---|---|---|
| worst max register to register | addr[2] | voice0.max_clk_div_counter[0] | 1110 | 1 |
| worst max-delay path | voice0.lfsr[0] | io_out[2] | 230 | 5 |
| worst min register to register | voice1.lfsr[2] | voice1.lfsr[3] | 440 | 0 |
| worst min-delay path | io_in[6] | voice0.max_clk_div_counter[4] | 30 | 2 |
## layer usage
metal  track usage  vias up  part of all wire  routed length, µm
li1              -      719                 -                  -
met1         0.217      679              0.41               1670
met2         0.185       58              0.41               1690
met3         0.228       30              0.12                493
met4         0.192        0             0.053                216
met5        0.0463        -                 0                  0
No activity file was given, so power comes from the tool's default toggle rates.
